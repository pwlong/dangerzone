[/design/flow/run.sh]
#!/bin/bash
# OpenROAD 26Q1-2900-gdf79404cd8, Yosys 0.63+post, stock flow scripts
make -C /OpenROAD-flow-scripts/flow DESIGN_CONFIG=/design/flow/config.mk WORK_HOME=/design/flow/orfs finish
[/design/flow/design.v]
`timescale 1ns/1ps
module CarryLookAheadAdder4Bit (
	input  [3:0] a,
	input  [3:0] b,
	input        c_in,
	output [3:0] s,
	output       c_out);
	wire  [3:0] g, p;
	wire  [3:0] co;
  assign co[0] = c_in;
  assign co[1] = g[0] | 
                 c_in & p[0];
  assign co[2] = g[1] | 
                 g[0] & p[1] | 
                 c_in & p[0] & p[1];
  assign co[3] = g[2] | 
                 g[1] & p[2] | 
                 g[0] & p[1] & p[2] | 
                 c_in & p[0] & p[1] & p[2];
  assign #5 c_out = g[3] | 
                 g[2] & p[3] | 
                 g[1] & p[2] & p[3] | 
                 g[0] & p[1] & p[2] & p[3] | 
                 c_in & p[0] & p[1] & p[2] & p[3];
  assign g = a & b;
	assign p = a | b;
	assign #5 s = a ^ b ^ co;
endmodule
`timescale 1ns/1ps
module nBitCarryLookAheadAdder #(parameter NUMBITS=8)(
	input   [NUMBITS-1:0] a_in, b_in,
	input					        c_in,
	output  [NUMBITS-1:0]	s_out,
	output					      c_out);
	localparam BASEADDERSIZE   = 4;						             
	localparam BASEADDEROFFSET = BASEADDERSIZE-1;		       
	localparam BASEADDERNUM    = NUMBITS / BASEADDERSIZE;  
  initial begin
    if (NUMBITS % BASEADDERSIZE != 0) begin
      $display("\n     =========================");
      $display("     Invalid NUMBITS specified");
      $display("       must be multiple of 4");
      $display("       you gave NUMBITS=%0d", NUMBITS);
      $display("     =========================\n");
      $finish();
    end
	end
	wire  [BASEADDERNUM:0]    carry;
	genvar i;		 
	generate
		assign carry[0] = c_in;
		assign c_out    = carry[BASEADDERNUM];
		for (i=0; i < BASEADDERNUM; i = i + 1) begin : adders
      CarryLookAheadAdder4Bit #( )
      adder (
				.a		  (a_in[(i*BASEADDERSIZE)+BASEADDEROFFSET:i*BASEADDERSIZE]),
				.b		  (b_in[(i*BASEADDERSIZE)+BASEADDEROFFSET:i*BASEADDERSIZE]),
				.c_in	  (carry[i]),
				.s		  (s_out[(i*BASEADDERSIZE)+BASEADDEROFFSET:i*BASEADDERSIZE]),
				.c_out  (carry[i+1])			
			);
		end
	endgenerate
endmodule
[/design/flow/config.mk]
export PLATFORM = sky130hd
export DESIGN_NAME = nBitCarryLookAheadAdder
export DESIGN_NICKNAME = nBitCarryLookAheadAdder
export VERILOG_FILES = /design/flow/design.v
export SDC_FILE = /design/flow/constraint.sdc
export NUM_CORES = 4
export LEC_CHECK = 1
export CORE_AREA = 10 10 70 70
export DIE_AREA = 0 0 80 80
[/design/flow/constraint.sdc]
current_design nBitCarryLookAheadAdder

set clk_period 3.0
set clk_io_pct 0.2

create_clock -name clk0 -period $clk_period

set non_clock_inputs [all_inputs -no_clocks]
set_input_delay [expr $clk_period * $clk_io_pct] -clock clk0 $non_clock_inputs
set_output_delay [expr $clk_period * $clk_io_pct] -clock clk0 [all_outputs]
==> out/results.ini <==
[outcome]
status = finished clean

[power]
internal-power_mw = 0.0976
power_frac_comb = 1.000
power_leakage_nw = 0.459
pwr_density_cell_mw_per_mm2 = 160
power_frac_seq = 0
clkPwrFrac = 0
p_sw_frac = 0.354
max-vdd-ir-drop_uv = 61.8
p_sw_mw = 0.0534

[grt]
grt_pass1_wl_um = 2080
grt_pass1_vias = 468
track_usage = 0.0378
antenna_found_initial = 0
overflow = 0
grt_max_degree = 4

[final_timing]
tightest_slew_ns = 0.414
setup_ws_ns = 0.0835
final.setup.tns_ns = 0
max_freq_mhz = 343
drv_slew = 0
fin_crit_sh = 0.972
setup_viol = 0
rsz0062_at_grt = false
min_period_ns = 2.92
slew_headroom = 0.723
hold_viol_final = 0

[place]
placedInstanceArea_um2 = 861
pre_cts_ws_ns = -0.526
post-dp-hpwl_um = 1120
dp_cells = 136
portBuffers = 26
routabilityCongestion = 0.733

[die]
placementRows = 21
die-area_mm2 = 0.00640
core-area_mm2 = 0.00342
io_pins = 26
die_y_um = 80
die_w_um = 80
initial_core_util = 0.141

[finish]
final_cell_mix = inv_1, ha_1, clkdlybuf4s50_1, buf_4, dlygate4sd2_1
n_clock_buffer = 0
nFillCells = 361
finalNonFillerCells = 139
final_cell_area_um2 = 945
areaGrowthSynthToFinish_pct = 95.6
seq_area_um2 = 0
lay_top_count = inv_1
drive_gt1_frac = 0.376
seq_cell_count = 0

[synthesis]
ys_seq_share = 0
syn_area_per_cell_um2 = 8.62
yosysCellCount = 56
synthCells = 56
ys_chip_area_um2 = 483
syn_area_um2 = 483
ys_types = 15
synth_warnings = 1

[min_path]
min-delay-path-class = primary input to output pin

[critical_path]
critPathMaxFanout = 3
crit_arrival_ns = 2.32
crit_path_end = s_out[5]
start_kind = primary input
end_kind = output pin
critPathRequiredTime_ns = 2.40
critPathKind = primary input to output pin
startpoint = a_in[2]

[detailed_routing]
met2_length_um = 642
routedWlPerCell_um = 9.09
n_antenna_cell = 0
met3_length_um = 66
drt_iter0_markers = 4
drtAntennaViolNets = 0
vias = 468
detail_route.vias_per_cell = 3.37
drc_errors = 0
dr.pass1.iters = 2
wl_met1_um = 556
drt_wl_total_um = 1260
top_layer = met3

[clock_network]
hold_buffers = 0

[run]
maxCapViolations = 0
warnings = 43

==> final cells by class <==
class / instances / area (um^2) / share of cell area
Inverter: 18 / 67.6 / 0.0715
Multi-Input combinational cell: 38 / 502 / 0.531
Tap cell: 46 / 57.6 / 0.0609
Timing Repair Buffer: 37 / 318 / 0.336
==> worst max-delay path, stage by stage <==
cell,delay [ns]
clkdlybuf4s15_1,0.20
inv_2,0.08
ha_4,0.14
nor2b_2,0.04
o21bai_2,0.17
o41ai_4,0.10
or2_4,0.24
fa_2,0.35
xor2_1,0.14
dlygate4sd2_1,0.23
==> stage by stage <==
step	hold WS [ns]	power (mW)	util
finish	1.92	0.151	0.277
detailed placement	2.28	0.142	0.252
floorplan	1.30	0.0476	-
global route	1.98	0.167	0.277
CTS	1.99	0.150	0.272
global placement	2.27	0.141	0.252
==> Yosys cell counts, drive strengths merged <==
| cell type | n | share of area |
|---|---|---|
| inv | 18 | 0.14 |
| ha | 16 | 0.41 |
| o21bai | 4 | 0.070 |
| xnor2 | 3 | 0.054 |
| xor2 | 3 | 0.054 |
| a21oi | 2 | 0.021 |
| fa | 2 | 0.083 |
| o41ai | 2 | 0.067 |
| nand2b | 1 | 0.013 |
| nor2b | 1 | 0.013 |
| o21ba | 1 | 0.021 |
| o31a | 1 | 0.018 |
| o32ai | 1 | 0.018 |
| or2 | 1 | 0.013 |
==> cell families after synthesis <==
family                   after synthesis  synth area share
AND/OR/NAND/NOR                        3            0.0389
buffers and inverters                 18             0.140
AND-OR/OR-AND                         11             0.215
XOR/XNOR                               6             0.109
adder cells (fa/ha/maj)               18             0.497
==> power groups by stage <==
| stage | sequential (mW) | combinational, mW | clock [mW] |
|---|---|---|---|
| global route | 0 | 0.167 | 0 |
| CTS | 0 | 0.150 | 0 |
| finish | 0 | 0.151 | 0 |
==> worst min path at each step <==
stage	start	to	slack, ns	cells after the start
after CTS	b_in[7]	s_out[7]	1.99	5
after global routing	a_in[1]	s_out[1]	1.98	5
final	b_in[1]	s_out[1]	1.92	5
==> what timing repair did <==
action	in CTS	in global routing
gates cloned	0	0
gates resized	37	10
endpoints found under the setup margin	7	3
buffers inserted	2	1
endpoints found under the hold margin	0	0
pin swaps	9	8
==> metal layers <==
layer / GRT usage / vias to the layer above
li1: - / 249
met1: 0.0493 / 208
met2: 0.0666 / 11
met3: 0.00682 / 0
met4: 0 / 0
met5: 0 / -
Power is estimated from default activity; no workload was simulated.
