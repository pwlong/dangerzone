--- ./run.sh ---
#!/bin/bash
# OpenROAD 26Q1-2900-gdf79404cd8, Yosys 0.63+post, stock flow scripts
make -C /OpenROAD-flow-scripts/flow DESIGN_CONFIG=/design/flow/config.mk WORK_HOME=/design/flow/orfs finish
--- ./config.mk ---
export PLATFORM = sky130hd
export DESIGN_NAME = nBitStaggeredAdder
export DESIGN_NICKNAME = nBitStaggeredAdder
export VERILOG_FILES = /design/flow/design.v
export SDC_FILE = /design/flow/constraint.sdc
export NUM_CORES = 4
export LEC_CHECK = 1
export CORE_UTILIZATION = 40
--- ./constraint.sdc ---
current_design nBitStaggeredAdder

set clk_period 4.0
set clk_io_pct 0.2

create_clock -name clk0 -period $clk_period [get_ports {clk}]

set non_clock_inputs [all_inputs -no_clocks]
set_input_delay [expr $clk_period * $clk_io_pct] -clock clk0 $non_clock_inputs
set_output_delay [expr $clk_period * $clk_io_pct] -clock clk0 [all_outputs]
--- ./design.v ---
`timescale 1ns/1ps
module CarryLookAheadAdder4Bit (
	input  [3:0] a,
	input  [3:0] b,
	input        c_in,
	output [3:0] s,
	output       c_out);
	wire  [3:0] g, p;
	wire  [3:0] co;
  assign co[0] = c_in;
  assign co[1] = g[0] | 
                 c_in & p[0];
  assign co[2] = g[1] | 
                 g[0] & p[1] | 
                 c_in & p[0] & p[1];
  assign co[3] = g[2] | 
                 g[1] & p[2] | 
                 g[0] & p[1] & p[2] | 
                 c_in & p[0] & p[1] & p[2];
  assign #5 c_out = g[3] | 
                 g[2] & p[3] | 
                 g[1] & p[2] & p[3] | 
                 g[0] & p[1] & p[2] & p[3] | 
                 c_in & p[0] & p[1] & p[2] & p[3];
  assign g = a & b;
	assign p = a | b;
	assign #5 s = a ^ b ^ co;
endmodule
`timescale 1ns/1ps
module nBitCLAdder #(parameter NUMBITS=8)(
	input   [NUMBITS-1:0] a_in, b_in,
	input					        c_in,
	output  [NUMBITS-1:0]	s_out,
	output					      c_out);
	localparam BASEADDERSIZE   = 4;						             
	localparam BASEADDEROFFSET = BASEADDERSIZE-1;		       
	localparam BASEADDERNUM    = NUMBITS / BASEADDERSIZE;  
  initial begin
    if (NUMBITS % BASEADDERSIZE != 0) begin
      $display("\n     =========================");
      $display("     Invalid NUMBITS specified");
      $display("       must be multiple of 4");
      $display("       you gave NUMBITS=%0d", NUMBITS);
      $display("     =========================\n");
      $finish();
    end
	end
	wire  [BASEADDERNUM:0]    carry;
	genvar i;		 
	generate
		assign carry[0] = c_in;
		assign c_out    = carry[BASEADDERNUM];
		for (i=0; i < BASEADDERNUM; i = i + 1) begin : adders
      CarryLookAheadAdder4Bit #( )
      adder (
				.a		  (a_in[(i*BASEADDERSIZE)+BASEADDEROFFSET:i*BASEADDERSIZE]),
				.b		  (b_in[(i*BASEADDERSIZE)+BASEADDEROFFSET:i*BASEADDERSIZE]),
				.c_in	  (carry[i]),
				.s		  (s_out[(i*BASEADDERSIZE)+BASEADDEROFFSET:i*BASEADDERSIZE]),
				.c_out  (carry[i+1])			
			);
		end
	endgenerate
endmodule
`timescale 1ns/1ps
module nBitStaggeredAdder #(parameter N=16)(
  input   bit         clk,
  input   bit         rst,
  input       [N-1:0] a_in, b_in,
  input               c_in,
  output  reg [N-1:0] s_out,
  output  reg         c_out);
  reg  [N-1:0]      s0a,  s0b;
  reg               s0c;
  reg  [(N/2)-1:0]  s1a,  s1b;
  reg  [(N/2)-1:0]  s1SumLow;
  reg               s1c;
  reg  [(N/2)-1:0]  s2SumLow, s2SumHigh;
  reg               s2c;
  wire [(N/2)-1:0]  fa0Sum, fa1Sum;
  wire              fa0co, fa1co;
  always @ (posedge clk or negedge rst) begin
    if (!rst) begin
      s_out     <= 0;
      c_out     <= 0;
      s0a       <= 0;
      s0b       <= 0;
      s0c       <= 0;
      s1a       <= 0;
      s1b       <= 0;
      s1SumLow  <= 0;
      s1c       <= 0;
      s2SumLow  <= 0;
      s2SumHigh <= 0;
      s2c       <= 0;
    end
    else begin
      s0a <= a_in;
      s0b <= b_in;
      s0c <= c_in;
      s1a       <= s0a[N-1:N/2];
      s1b       <= s0b[N-1:N/2];
      s1SumLow  <= fa0Sum;
      s1c       <= fa0co;
      s2SumLow  <= s1SumLow;
      s2SumHigh <= fa1Sum;
      s2c       <= fa1co;
      s_out     <= {s2SumHigh,s2SumLow};
      c_out     <= s2c;
    end
  end
  nBitCLAdder #(N/2)
  fa0 (
    .a_in   (s0a[(N/2)-1:0]),
    .b_in   (s0b[(N/2)-1:0]),
    .c_in   (s0c),
    .s_out  (fa0Sum),
    .c_out  (fa0co)
  );
  nBitCLAdder #(N/2)
  fa1 (
    .a_in   (s1a),
    .b_in   (s1b),
    .c_in   (s1c),
    .s_out  (fa1Sum),
    .c_out  (fa1co)
  );
endmodule
==> results.py <==
# Synthesis and PnR figures
metrics = {
    "clock_tree": {
        "cts_tree": "done",
        "cts_buffers": 9,
        "holdBufCountCts": 0,
        "cts_buffer_depth": 2,
        "clock_latency_ns": 0.34,
        "cts_resized": 0,
        "cts_setup_buffers": 0,
        "cts.sinks": 92,
        "cts-root-buf": "clkbuf_8",
        "h-tree-depth": 3,
        "clkTransAtPathRegs_ns": 0.07,
    },
    "sta": {
        "tns_ns": 0,
        "rsz0062_at_grt": "false",
        "fin_crit_sh_pct": 50.3,
        "fin_crit_ns": 2.01,
        "slew_violations": 0,
        "fmax_mhz": 497,
        "clock_skew_ns": 0.00449,
        "slew_headroom_pct": 63.0,
        "hold_viol": 0,
        "setup_viol": 0,
        "tightest_slew_ns": 0.547,
    },
    "place": {
        "portBuffers": 51,
        "place_inst": 360,
        "dp_hpwl_um": 2730,
        "gp_congestion": 0.726,
    },
    "floorplanning": {
        "die_area_sq_um": 8500,
        "fp-utilization_pct": 41.7,
        "dieHeight_um": 92.2,
        "ios": 52,
        "rows": 32,
        "die_w_um": 92.2,
        "coreArea_sq_um": 7810,
    },
    "flow_run": {
        "timing.max_cap.violations": 0,
        "tool_warnings": 45,
    },
    "global_routing": {
        "grt_pass1_wl_um": 6680,
        "grtUsageTotal_pct": 10.7,
        "use_met1_pct": 14.0,
        "gr-max-usage-layer": "met2",
        "grt_max_degree": 48,
        "grt-ovfl-total": 0,
        "antenna_found_initial": 0,
        "met3_usage_pct": 3.88,
        "grt_pass1_vias": 1540,
        "use_met2_pct": 18.2,
    },
    "critical_path": {
        "cp_max_fo": 3,
        "critPathLaunchType": "flip-flop",
        "slowest_stage": "fa_1",
        "rr_worst_depth": 8,
        "arrival_ns": 2.24,
        "critPathKind": "flip-flop to flip-flop",
        "endpoint_kind": "flip-flop",
        "timing.rr.end": "s2SumHigh[5]",
        "cp.required_ns": 4.22,
        "ff2ff_setup_slack_ns": 1.99,
        "critPathLaunch": "s1b[0]",
        "reg2reg_from": "s1b[0]",
        "path_cells": "inv_1 > ha_1 > inv_1 > a21oi_1 > o41ai_2 > or2_2 > fa_1 > xor2_1",
        "path_common_cell": "inv_1",
        "slowest_delay_ns": 0.43,
    },
    "synthesis": {
        "synthFlopType": "dfrtp_1",
        "syn_inst": 206,
        "common_cells": "dfrtp_1, inv_1, ha_1",
        "synth_area_sq_um": 3250,
        "ys_async_sr_fraction_pct": 100,
        "synth_cell_types": 21,
        "top_cell": "dfrtp_1",
        "area_leaders": "dfrtp_1, ha_1, inv_1, fa_1, xnor2_1",
        "yosys_area_sq_um": 3250,
        "yosysWarnings": 2,
        "ys_seq_share_pct": 70.8,
        "ys.flops": 92,
        "synth-edff-count": 0,
        "ys_cells": 206,
        "avgSynthCellArea_sq_um": 15.8,
        "synth_largest_type_area_fraction_pct": 70.8,
        "yosys.area.top_type": "dfrtp_1",
    },
    "routing": {
        "first_pass_iters": 3,
        "antenna_left": 0,
        "vias": 1554,
        "routed_wl_um": 3770,
        "dr.first_iter.drc_count": 33,
        "antenna_cells": 0,
        "drcViolationCount": 0,
        "avgViaCountPerCell": 4.18,
        "avgRoutedWirePerCell_um": 10.1,
    },
    "pwr": {
        "finalPower_mw": 1.77,
        "leakage_nw": 1.93,
        "ir_drop_mv": 0.210,
        "powerDensity_nw_per_um2": 437,
    },
    "min_path": {
        "min_delay_path_depth": 0,
        "hold_end": "s_out[15]",
        "hp-start": "s2SumHigh[7]",
        "hold_class": "flip-flop to flip-flop",
    },
    "layout": {
        "fin_util_pct": 51.8,
        "fin_cells": 372,
        "drive_above_1_share_pct": 7.04,
        "syn_to_final_growth_pct": 24.2,
        "fillers": 665,
    },
    "outcome": {
        "outcome": "complete, no violations",
    },
}
## kinds of logic (layout without fill, tap and decap cells)
group                    count (synthesis)  after routing  share of synthesized area, %
adder cells (fa/ha/maj)                 36             36                          14.8
flip-flops                              92             92                          70.8
buffers and inverters                   38            102                          4.38
XOR/XNOR                                12             12                          3.23
AND-OR/OR-AND                           22             22                          5.65
AND/OR/NAND/NOR                          6              6                          1.19
## layer usage
| metal | share of wire, % | up-vias |
|---|---|---|
| li1 | - | 762 |
| met1 | 40 | 748 |
| met2 | 52 | 38 |
| met3 | 6.0 | 6 |
| met4 | 1.9 | 0 |
| met5 | 0 | - |
## where the power goes
group | switching, mW | total (mW) | leakage [nW] | internal, mW
sequential | 0.0345 | 1.08 | 1.07 | 1.04
clock | 0.258 | 0.488 | 0.0743 | 0.230
combinational | 0.0672 | 0.200 | 0.781 | 0.133
## cells in the final DEF (no fill, tap or decap), types with 4 or more instances in the layout
cell	n
o21bai_1	5
dfrtp_1	92
xnor2_1	6
clkbuf_8	10
clkdlybuf4s50_1	50
a21oi_1	5
inv_1	38
fa_1	4
xor2_1	6
ha_1	32
## worst max path at each step
| stage | end | slack, ns | cells after the start |
|---|---|---|---|
| CTS | s2SumHigh[5] | 1.98 | 8 |
| finish | s2SumHigh[5] | 1.99 | 8 |
| global route | s2SumHigh[5] | 1.85 | 8 |
## metrics by stage
step / setup slack [ns] / instance area (sq um) / hold WS, ns
6_report: 1.99 / 4040 / 0.348
4_1_cts: 1.98 / 4040 / 0.352
2_1_floorplan: 2.10 / 3250 / 0.331
3_3_place_gp: 2.04 / 3900 / 0.331
5_1_grt: 1.85 / 4040 / 0.355
3_5_place_dp: 2.00 / 3900 / 0.335
## state kept, by name, summed over array words and instances, names as in the netlist
| name | cells |
|---|---|
| s_out | 16 |
| s1c | 1 |
| s0c | 1 |
| c_out | 1 |
| s1b | 8 |
| s0b | 16 |
| s1SumLow | 8 |
| s1a | 8 |
| s2SumLow | 8 |
| s2SumHigh | 8 |
| s0a | 16 |
| s2c | 1 |
## worst max-delay path, delay by kind of cell (launching register included)
family / cells / cell delay, ns
buffers and inverters: 2 / 0.11
adder cells (fa/ha/maj): 2 / 0.56
AND/OR/NAND/NOR: 1 / 0.30
XOR/XNOR: 1 / 0.16
flip-flops: 1 / 0.41
AND-OR/OR-AND: 2 / 0.36
## layout make-up
class | instances | area, sq um | share of cell area [%]
clock buffers | 12 | 145 | 3.59
inverters | 38 | 143 | 3.53
multi-input cells | 76 | 808 | 20.0
flip-flops and latches | 92 | 2300 | 57.0
well taps | 102 | 128 | 3.16
repair buffers | 52 | 515 | 12.8
Power and IR drop assume default switching activity.
